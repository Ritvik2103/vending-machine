==> /design/flow/design.v <==
`timescale 1ns / 1ps
module cash_checker(cash, product_cost, sufficient_cash, balance);
    input  [5:0] cash;             
    input  [5:0] product_cost;      
    output  sufficient_cash;     
    output  [5:0] balance ;        
    assign sufficient_cash = (cash >= product_cost);
    assign balance = (sufficient_cash) ? (cash - product_cost) : cash;
endmodule
`timescale 1ns / 1ps
module inventory_manager(clk,rst,product_sel,update_inventory,prod1_count,prod2_count,prod3_count);
input wire clk, rst;
input  [1:0] product_sel;  
input  update_inventory;   
output reg [3:0] prod1_count;  
output reg [3:0] prod2_count;  
output reg [3:0] prod3_count;   
    always @(posedge clk or posedge rst) begin
        if (rst) begin
            prod1_count <= 4'd10;
            prod2_count <= 4'd10;
            prod3_count <= 4'd10;
        end else if (update_inventory) begin
            case (product_sel)
                2'b00: prod1_count <= prod1_count - 1;
                2'b01: prod2_count <= prod2_count - 1;
                2'b10: prod3_count <= prod3_count - 1;
                default: begin
                prod1_count <= prod1_count;
                prod2_count <= prod2_count;
                prod3_count <= prod3_count;
                end
            endcase
        end
    end
endmodule
`timescale 1ns / 1ps
module product_cost_calculator(product_sel, product_cost);
    input  [1:0] product_sel;       
    output reg [5:0] product_cost;  
    always @(*) begin
        product_cost = 6'd0;
        case (product_sel)
            2'b00: product_cost = 6'd10;  
            2'b01: product_cost = 6'd20;  
            2'b10: product_cost = 6'd40;  
            default: product_cost = 6'd0;  
        endcase
    end
endmodule
`timescale 1ns / 1ps
module vendingmachine(clk, rst, product_sel, cash, dispense, product_cost,  balance, prod1_count, prod2_count, prod3_count, update_inventory);
    input  clk;
    input  rst;
    input  [1:0] product_sel;   
    input  [5:0] cash;    
    output   dispense;          
    output  [5:0] balance;     
output  [3:0] prod1_count;    
    output  [3:0] prod2_count;    
    output  [3:0] prod3_count;   
    output   [5:0] product_cost;   
    wire sufficient_cash;      
    output update_inventory;     
    wire [3:0] selected_count;  
    product_cost_calculator cost_calc (
        .product_sel(product_sel),
        .product_cost(product_cost)
    );
    cash_checker cash_chk (
        .cash(cash),
        .product_cost(product_cost),
        .sufficient_cash(sufficient_cash),
        .balance(balance)
    );
    inventory_manager inv_mgr (
        .clk(clk),
        .rst(rst),
        .product_sel(product_sel),
        .update_inventory(update_inventory),
        .prod1_count(prod1_count),
        .prod2_count(prod2_count),
        .prod3_count(prod3_count)
    );
    assign selected_count = (product_sel == 2'b00) ? prod1_count :
                            (product_sel == 2'b01) ? prod2_count :
                                                     prod3_count;
    assign dispense = sufficient_cash && (selected_count > 0);
    assign update_inventory = dispense;
endmodule
==> /design/flow/run.sh <==
#!/bin/bash
# OpenROAD 26Q1-2900-gdf79404cd8, Yosys 0.63+post, stock flow scripts
make -C /OpenROAD-flow-scripts/flow DESIGN_CONFIG=/design/flow/config.mk WORK_HOME=/design/flow/orfs finish
==> /design/flow/config.mk <==
export PLATFORM = sky130hd
export DESIGN_NAME = vendingmachine
export DESIGN_NICKNAME = vendingmachine
export VERILOG_FILES = /design/flow/design.v
export SDC_FILE = /design/flow/constraint.sdc
export NUM_CORES = 4
export LEC_CHECK = 1
export CORE_AREA = 10 10 77 77
export DIE_AREA = 0 0 87 87
==> /design/flow/constraint.sdc <==
current_design vendingmachine

set clk_period 5.1
set clk_io_pct 0.2

create_clock -name clk0 -period $clk_period [get_ports {clk}]

set non_clock_inputs [all_inputs -no_clocks]
set_input_delay [expr $clk_period * $clk_io_pct] -clock clk0 $non_clock_inputs
set_output_delay [expr $clk_period * $clk_io_pct] -clock clk0 [all_outputs]
==> notes.md <==
Observations from the implementation run.

Synth:
- In the synthesized netlist the dominant register cell turns out to be sky130_fd_sc_hd__dfstp_2.
- The run gives the instance tally after logic synthesis as 100.
- The run puts the area fraction in compound gates after synthesis at 17.24%.
- The run puts the combined area of all synthesized cells at 950.9 sq um.
- The run puts the basic-gate share of the synthesized area counting and, or, nand and nor cells at 18.03%.
- The run puts the proportion of register bits with asynchronous set or reset after synthesis at 100.0%.
- The number of different library cells used by synthesis comes to 37.
- The run gives the post-synthesis adder-cell area fraction as 12.63%.
- The run puts the proportion of synthesized area in mux cells at 4.474%.
- The run gives the main logic family after synthesis as simple AND/OR/NAND/NOR gates.
- The synthesized design contains 12 register bits.
- The run puts the count of library flops with an enable pin at 0.
- Per the synthesis report, the XOR/XNOR share of the synthesized area is 4.605%.
- Per the post-synthesis stats, the area per cell is 9.509 sq um.
- The synthesized netlist has a Yosys-reported chip area of 950.9 sq um.
- The Yosys step of the flow raised 2 warnings.
- The run gives the fraction of the yosys area taken by sequential cells as 32.37%.
- The run gives the post-synthesis cell count from yosys as 100.

Job:
- The number of maximum-capacitance violations recorded for the run is 0.
- The run puts the total tool warning count at 25.

Critical path:
- The worst setup path is launched from a primary input.
- Per the timing report, the most critical flop-to-flop path finishes at inv_mgr.prod2_count[2].
- STA classifies the critical path endpoint as a primary output.
- The run puts the data required time of the worst path at 4.08 ns.
- The run gives the worst reg-to-reg path cell count as 4.
- The critical path is of the primary input to primary output type.
- Looking at the reg2reg group, the worst path starts from inv_mgr.prod2_count[0].
- The run gives the worst endpoint data arrival time as 3.64 ns.
- The critical path maximum fanout is 9.
- The run puts the worst-case register-to-register setup slack at 3.54 ns.

Power and ir drop:
- The run puts the maximum VDD drop at 0.0001882 V.
- The leakage component of the power was reported as 0.5826 nW.
- Power spread over the standard cell area amounts to 377.7 nW/um^2.

Die:
- The run puts the total die size at 7569 sq um.
- The run puts the initial standard-cell utilization of the core at 21.84%.
- The run puts the die boundary height at 87 um.
- The core region is 4354 sq um.
- The floorplan step set the die width to 87 um.
- The run puts the number of standard-cell rows in the floorplan at 24.
- The run puts the count of boundary I/O pins at 36.

Clock tree:
- The run gives the setup fix buffers added after clock tree synthesis as 0.
- The run gives the TritonCTS buffer count as 3.
- Hold repair after CTS inserted 0 buffers.
- The run puts the clock sink total at 12.
- TritonCTS built the clock tree.
- At the later pin of the worst-skew pair, clock insertion delay measures 0.23 ns.
- The run gives the number of buffers on the longest clock path as 2.
- After clock tree synthesis, the repair step resized 0 gates.
- The run gives the clock slew at the register clock pins of the worst setup and hold paths as 0.05 ns.
- The run gives the master cell of the clock root buffer as sky130_fd_sc_hd__clkbuf_8.
- The run gives the number of levels in the clock H-tree as 1.

Routing:
- The first detailed-routing pass ran for 6 iterations.
- The run puts the DRC violations left at 0.
- The run puts the wire length per cell after detailed routing at 12.55 um.
- The run gives the total routed wirelength as 2346 um.
- The run puts the antenna cell count at 0.
- Across all layers, the routed design uses 804 vias.
- The run puts the remaining number of nets flagged by the antenna check after routing at 0.
- The run gives the mean number of vias per cell as 4.299.
- The run puts the violation count after the first detailed-route iteration at 34.

Min path:
- The run gives the number of stages on the worst hold path as 1.
- The run gives the critical hold path startpoint as inv_mgr.prod3_count[3].
- In the hold report, the worst path ends at inv_mgr.prod3_count[3].
- The type recorded for the worst min-delay path is flop to flop.

Cells and area:
- Per the final layout report, the fraction of cells sized above drive strength 1 comes to 15.56%.
- The area growth from synthesis to layout is 45.26%.
- The run puts the final standard cell utilization of the core at 31.72%.

STA:
- Across all checked pins, the minimum headroom to the slew limit is 65.31%.
- Setup repair after global routing left no endpoint under its margin.
- The run gives the number of hold-slack violations in the final timing report as 0.
- The run puts the time the worst path needs with I/O delays and setup at 4.657 ns.
- The run gives the number of pins exceeding their max-slew limit in the final report as 0.
- The final timing report lists clock skew as 0.0003860 ns.
- The run puts the final sum of negative setup slack at 0 ns.
- The run puts the transition time at the pin with the least slew margin at 0.5155 ns.
- The run gives the maximum operating frequency as 214.7 MHz.
- The run puts the post-route fraction of the period consumed by the critical path at 91.31%.
- Setup violations remaining at the end of the flow were counted as 0.

Global route:
- The first global-routing pass estimated 4084 um of wire.
- The run gives the via count of the first global-routing pass as 853.
- The run puts the largest net degree at the start of global routing at 13.
- The run gives the number of antenna violations at the first check in global routing as 0.
- The run puts the global-route total usage across every layer at 6.452%.
- Per the GRT congestion report, total overflow comes to 0.

Status:
- The run finished with clean final reports.

Placed design:
- The run puts the last weighted congestion value of the routability-driven placer at 0.7305.
- The run puts the placed wire-length estimate after detailed placement at 2072 um.
- As logged by OpenROAD, the buffers inserted on ports number 34.
[cell usage after synthesis, types with 3 or more instances]
cell / n / area share (%)
sky130_fd_sc_hd__dfrtp_1: 6 / 16
sky130_fd_sc_hd__xor2_1: 3 / 2.8
sky130_fd_sc_hd__dfstp_2: 6 / 17
sky130_fd_sc_hd__o21ai_1: 6 / 3.2
sky130_fd_sc_hd__buf_4: 4 / 3.2
sky130_fd_sc_hd__ha_1: 8 / 11
sky130_fd_sc_hd__inv_1: 12 / 4.7
sky130_fd_sc_hd__nand2_1: 9 / 3.6
sky130_fd_sc_hd__a21oi_1: 3 / 1.6
sky130_fd_sc_hd__nor2_1: 5 / 2.0
[logic make-up (layout without fill, tap and decap cells)]
logic type                 count (synthesis)  count (layout)
and+or+nand+nor                           30              30
AOI/OAI and AO/OA                         21              21
buffers and inverters                     18              53
DFF                                       12              12
adders and majority gates                  9               9
xor gates and xnor gates                   5               5
muxes                                      4               4
other                                      1               1
[registers in the layout, summed over array words and instances, names as in the netlist]
signal / cells
inv_mgr.prod3_count: 4
inv_mgr.prod1_count: 4
inv_mgr.prod2_count: 4
[cell type report]
cell class              instances  area (sq um)
well taps                      52         65.06
repair buffers                 37         362.8
clock buffers                   4         55.05
fillers                       427          2973
flip-flops and latches         12         307.8
multi-input cells              70         545.5
inverters                      12         45.04
[worst max-delay path, stage by stage]
cell and delay, ns:
sky130_fd_sc_hd__clkdlybuf4s50_1 0.51, sky130_fd_sc_hd__inv_1 0.11, sky130_fd_sc_hd__nand2_1 0.12, sky130_fd_sc_hd__ha_1 0.41, sky130_fd_sc_hd__nand2_1 0.09, sky130_fd_sc_hd__nor2_1 0.06, sky130_fd_sc_hd__a2111oi_4 0.36, sky130_fd_sc_hd__buf_4 0.22
sky130_fd_sc_hd__mux2_1 0.32, sky130_fd_sc_hd__clkdlybuf4s50_1 0.41
[where the power goes]
group | internal, mW | switching (mW) | total (mW)
clock network | 0.0678 | 0.0303 | 0.0981
registers | 0.140 | 0.0385 | 0.179
logic | 0.153 | 0.0925 | 0.245
[cells in the final DEF, fill, tap and decap left out, types with 3 or more instances in the layout]
cell,n
sky130_fd_sc_hd__xor2_1,3
sky130_fd_sc_hd__o21ai_1,6
sky130_fd_sc_hd__ha_1,8
sky130_fd_sc_hd__nand2_1,9
sky130_fd_sc_hd__nor2_1,5
sky130_fd_sc_hd__a21oi_1,3
sky130_fd_sc_hd__dfstp_2,6
sky130_fd_sc_hd__clkdlybuf4s50_1,34
sky130_fd_sc_hd__dfrtp_1,6
sky130_fd_sc_hd__inv_1,12
sky130_fd_sc_hd__clkbuf_8,4
sky130_fd_sc_hd__buf_4,3
[layer usage]
metal  wire length, um  track usage [%]  up-vias
met5                 0                0        -
met4                 0           0.7364        0
met3               122            1.887        0
met2              1268            11.59       16
met1               955            7.564      373
li1                  -                -      415
[per-stage QoR]
| step | instances | cell area, sq um | hold WS (ns) | setup slack, ns | power (mW) |
|---|---|---|---|---|---|
| final | 187 | 1381 | 0.4625 | 0.4431 | 0.5218 |
| after global routing | 187 | 1381 | 0.4757 | 0.2395 | 0.5767 |
| after CTS | 187 | 1381 | 0.4658 | 0.4100 | 0.5339 |
| after detailed placement | 183 | 1326 | 0.4599 | 0.4016 | 0.4294 |
| after global placement | 183 | 1326 | 0.4653 | 0.4249 | 0.4220 |
| after floorplan | 100 | 950.9 | 0.4409 | 1.459 | 0.2912 |
[worst max path at each step]
stage	start	endpoint	depth (start not counted)
4_1_cts	product_sel[0]	balance[2]	10
5_1_grt	product_sel[0]	balance[2]	10
6_report	product_sel[0]	balance[2]	10
Power figures rest on the tool's default switching activity, not on a simulated workload.
